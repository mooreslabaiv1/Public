===== flow/run.sh =====
#!/bin/bash
# OpenROAD 26Q1-2900-gdf79404cd8, Yosys 0.63+post, stock flow scripts
make -C /OpenROAD-flow-scripts/flow DESIGN_CONFIG=/design/flow/config.mk WORK_HOME=/design/flow/orfs finish

===== flow/config.mk =====
export PLATFORM = sky130hd
export DESIGN_NAME = serialDP
export DESIGN_NICKNAME = serialDP
export VERILOG_FILES = /design/flow/design.v
export SDC_FILE = /design/flow/constraint.sdc
export NUM_CORES = 4
export LEC_CHECK = 1
export CORE_AREA = 10 10 93 93
export DIE_AREA = 0 0 103 103

===== flow/constraint.sdc =====
current_design serialDP

set clk_period 1.6
set clk_io_pct 0.2

create_clock -name clk0 -period $clk_period [get_ports {clk}]

set non_clock_inputs [all_inputs -no_clocks]
set_input_delay [expr $clk_period * $clk_io_pct] -clock clk0 $non_clock_inputs
set_output_delay [expr $clk_period * $clk_io_pct] -clock clk0 [all_outputs]

===== flow/design.v =====
`timescale 1ns/1ps
module serialDP(
    input  wire       clk,
    input  wire       in,
    input  wire       reset,     
    output reg  [7:0] out_byte,  
    output reg        done       
);
    wire odd_parity;
    reg  parity_reset;  
    wire parity_in;    
    reg [3:0] bit_count;
    typedef enum reg [2:0] {
        IDLE,
        START,
        DATA,
        PARITY,
        STOP,
        WAIT_STOP
    } state_t;
    state_t state, next_state;
    assign parity_in = ( (state == DATA) || (state == PARITY) ) ? in : 1'b0;
    parity p0 (
        .clk   (clk),
        .reset (parity_reset),
        .in    (parity_in),
        .odd   (odd_parity)
    );
    always @(*) begin
        next_state = state;   
        case (state)
            IDLE: begin
                if (in == 1'b0)
                    next_state = START;
            end
            START: begin
                next_state = DATA;
            end
            DATA: begin
                if (bit_count == 4'd7)
                    next_state = PARITY;   
                else
                    next_state = DATA;
            end
            PARITY: begin
                next_state = STOP;
            end
            STOP: begin
                if (in == 1'b1)
                    next_state = IDLE;    
                else
                    next_state = WAIT_STOP;
            end
            WAIT_STOP: begin
                if (in == 1'b1)
                    next_state = IDLE;
            end
        endcase
    end
    always @(posedge clk) begin
        if (reset) begin
            state       <= IDLE;
            bit_count   <= 4'd0;
            out_byte    <= 8'd0;
            done        <= 1'b0;
            parity_reset <= 1'b1;   
        end
        else begin
            done         <= 1'b0;
            parity_reset <= 1'b0;
            state <= next_state;
            case (state)
                IDLE: begin
                    bit_count <= 4'd0;
                end
                START: begin
                    parity_reset <= 1'b1;  
                    out_byte    <= 8'd0;
                end
                DATA: begin
                    out_byte <= {out_byte[6:0], in}; 
                    bit_count <= bit_count + 1;
                end
                PARITY: begin
                end
                STOP: begin
                    if (in == 1'b1 && odd_parity == 1'b1) begin
                        done <= 1'b1;   
                    end
                end
                WAIT_STOP: begin
                end
            endcase
        end
    end
endmodule
module parity (
    input clk,
    input reset,
    input in,
    output reg odd);
    always @(posedge clk)
        if (reset) odd <= 0;
        else if (in) odd <= ~odd;
endmodule

==> Changelog: implementation <==
### Implementation results

* Clock-pin slew on the worst setup and hold paths at 0.07 ns
* Total gr overflow at 0
* WL met1 at 711 um
* DIE AREA at 10600 um2
* R2R depth at 4
* Post-synth EDFFs at 0
* Comb area at 347 um2
* ANT nets after route at 0
* Syn Area/Cell at 10.1 um2
* IO buf count at 11
* Sequential cell area at 420 um2
* Antenna cells at 0
* Register share after synthesis at 0.508
* WL/cell at 9.27 um
* CP Buf/Inv Count at 1
* Worst skew pair latency at 0.25 ns
* CP required at 1.28 ns
* Num rows at 30
* Met3 wire length at 83 um
* FMAX at 706 MHz
* Critical Path AT at 1.10 ns
* GP Congestion at 0.748
* Post-Syn Area at 828 um2
* Die height at 103 um
* Total track usage at 0.0313
* Layout area overhead at 26.6%
* Hold Path Origin: parity_reset
* RSZ-0062 raised after global routing: false
* Final hold viol count at 0
* Startpoint Class: flip-flop
* Tcrit/Tclk final at 0.886
* Initial DRC count at 7
* Dpl cell area at 1000 um2
* Setup TNS at 0 ns
* Worst-path fanout max at 3
* Tool warnings at 25
* CTS tree: yes
* Final Max Tran Viols at 0
* Fill cells at 755
* Total CTS buffers at 3
* CTS max path bufs at 2
* I/O pins at 12
* Initial antenna violation count at 0
* Top Layer Used: met4
* CORE AREA at 6760 um2
* Top cells by area: dfxtp_1 51%, a21oi_1 7.9%, nor3b_2 7.6%, nor2_1 6.3%, nor3b_1 5.4%
* Vias per inst at 3.41
* Die width at 103 um
* Yosys stat area at 828 um2
* Cell type with the largest total area: dfxtp_1
* Met2 wire length at 787 um
* Hold depth at 1
* DP HPWL at 1.18 mm
* Clock Skews at 0.000973 ns
* Vias post-DR at 593
* H-tree depth at 1
* Pin count of the biggest net entering global routing at 15
* Clk sinks at 21
* DRC viols at 0
* Post CTS Setup Buffer Count at 0
* Mapped Cells at 82
* Async SR Flop Fraction at 0
* Crit-path max cell delay at 0.48 ns
* Area share of the largest cell type after synthesis at 0.508
* DRT Pass-1 Iters at 3
* Hold_buf cts at 0
* Worst rel slew slack at 0.709
* PD cells at 895 nW/um2
* Cell family with the largest share of critical-path delay: buffers and inverters
* Synth warnings at 2
* Unique cell types at 23
* Final setup viols at 0
* R2r startpoint: state[2]
* Worst Tran Pin Value at 0.436 ns
* Max-cap violations at 0
* RR Endpoint: out_byte[2]
* Hold Path Class: flip-flop to flip-flop
* Setup slack, reg-to-reg at 0.39 ns
* Setup CP Type: flip-flop to output pin
* Final instance area at 1050 um2
* Share of layout cells above drive strength 1 at 0.138
* CP endpoint kind: output pin
* Worst IR Drop VDD at 0.283 mV
* Floorplan core density at 0.123
* Worst path slowest cell: clkdlybuf4s50_1
* Status: completed
* CP cell instances: clkdlybuf4s50_1
* Clock root cell: clkbuf_8
* Top_reg_cell synth: dfxtp_1
* Flops after synth at 21
* Number of global-route vias before repair at 553
* Cell count in the Yosys report at 82
* Final period demand of the worst path at 1.42 ns
* WHS Endpoint: p0.odd
* First-pass GRT wire length at 2.74 mm
* Post-CTS Resized at 0
* Cell leakage power at 0.359 nW
* Drt total wl at 1.61 mm
cells in the final DEF (no fill, tap or decap), types with 2 or more instances in the layout:
cell,netlist,routed
a21oi_1,13,13
nor3_1,2,2
nor3b_2,5,5
clkdlybuf4s50_1,0,11
buf_4,0,3
dfxtp_1,21,21
clkbuf_8,0,3
o21ai_0,2,2
nor2_1,14,14
nor3b_1,6,6
through the flow:
step	worst slack, ns	util	total power, mW	std cells	hold slack [ns]
after floorplan	0.666	-	0.602	82	0.368
after global placement	0.160	0.149	0.611	170	0.372
after detailed placement	0.135	0.149	0.612	170	0.380
after CTS	0.151	0.155	0.949	174	0.391
after global routing	0.109	0.155	0.990	174	0.403
final	0.183	0.155	0.939	174	0.386
Yosys cell counts, types with 2 or more instances:
cell type	number
a21oi_1	13
buf_2	3
buf_6	2
dfxtp_1	21
nor2_1	14
nor3_1	2
nor3b_1	6
nor3b_2	5
o21ai_0	2
worst max-delay path by stage:
stage | from | to | slack (ns) | cells past startpoint
after CTS | out_byte[3] | out_byte[3] | 0.15 | 1
after global routing | out_byte[0] | out_byte[0] | 0.11 | 1
final | out_byte[3] | out_byte[3] | 0.18 | 1
routing by layer:
metal / up-vias / track usage
met3: 5 / 0.0108
met1: 273 / 0.0402
li1: 308 / -
met5: - / 0
met2: 7 / 0.0502
met4: 0 / 0.00535
area by class of cell:
class	count	area share
well taps	80	0.0955
inverters	1	0.00358
multi-input cells	54	0.331
flip-flops and latches	21	0.401
clock buffers	4	0.0430
repair buffers	14	0.126
cells by family after synthesis:
kind of cell    count (synthesis)  synth area share
simple gates                   33             0.255
flops                          21             0.508
compound gates                 18             0.125
buf+inv                         7            0.0740
xor+xnor                        1            0.0106
mux                             1            0.0121
fa+ha+maj                       1            0.0151
where the power goes:
group / total, mW / leakage, nW / internal, mW / switching [mW]
registers: 0.549 / 0.170 / 0.533 / 0.0165
logic: 0.0497 / 0.165 / 0.0232 / 0.0265
clock network: 0.339 / 0.0228 / 0.177 / 0.162
registers in the layout, indices dropped and copies added, names as in the netlist:
signal,count
bit_count,4
done,1
out_byte,8
p0.odd,1
parity_reset,1
state,6
Power figures rest on the tool's default switching activity, not on a simulated workload.
